## design/flow/config.mk

```make
export PLATFORM = sky130hd
export DESIGN_NAME = ps2_protocol
export DESIGN_NICKNAME = ps2_protocol
export VERILOG_FILES = /design/flow/design.v
export SDC_FILE = /design/flow/constraint.sdc
export NUM_CORES = 4
export LEC_CHECK = 1
export CORE_UTILIZATION = 40
```

## design/flow/run.sh

```bash
#!/bin/bash
# OpenROAD 26Q1-2900-gdf79404cd8, Yosys 0.63+post, stock flow scripts
make -C /OpenROAD-flow-scripts/flow DESIGN_CONFIG=/design/flow/config.mk WORK_HOME=/design/flow/orfs finish
```

## design/flow/design.v

```verilog
`default_nettype none
`timescale 1ns / 1ps
package types;
    localparam YES = 1'b1;
    localparam NO = 1'b0;
    localparam HIGH = 1'b1;
    localparam LOW = 1'b0;
    localparam ALWAYS = 1'b1;
    localparam NEVER = 1'b0;
endpackage
import types::*;
`default_nettype none
`timescale 1ns / 1ps
module edge_detector
(
    input   wire        clk,
    input   wire        reset_low,
    input   wire        level,
    output  reg         pos_edge,
    output  reg         neg_edge,
    output  reg         any_edge
);
    reg previous = LOW;
    always @(posedge clk) begin
        if (reset_low == LOW) begin
            previous <= LOW;
        end else begin
            previous <= level;
        end
    end
    always @(*) begin
        pos_edge = (level == HIGH) && (previous == LOW);
        neg_edge = (level == LOW) && (previous == HIGH);
        any_edge = pos_edge | neg_edge;
    end
endmodule
`default_nettype none
`timescale 1ns / 1ps
module ps2_protocol
(
    input   wire        clk,
    input   wire        reset_low,
    input   wire        ps2_clk_in,
    output  logic       ps2_clk_out,
    output  logic       ps2_clk_oe,
    input   wire        ps2_data_in,
    output  logic       ps2_data_out,
    output  logic       ps2_data_oe,
    output  logic       command_code_ready,
    input   wire        command_code_valid,
    input   wire [7:0]  command_code_byte,
    input   wire        command_code_ack_ready,
    output  reg         command_code_ack_valid,
    output  reg         command_code_ack_error,
    input   wire        scan_code_ready,
    output  reg         scan_code_valid,
    output  logic [7:0] scan_code_byte,
    output  reg         scan_code_error
);
    localparam START_BIT    = LOW;
    localparam STOP_BIT     = HIGH;
    localparam ACK_BIT      = LOW;
    localparam ODD_PARITY   = HIGH;
    wire        ps2_clk_rising;
    wire        ps2_clk_falling;
    wire        ps2_clk_changed;
    edge_detector on_ps2_clk
    (
        .clk(clk),
        .reset_low(reset_low),
        .level(ps2_clk_in),
        .pos_edge(ps2_clk_rising),
        .neg_edge(ps2_clk_falling),
        .any_edge(ps2_clk_changed)
    );
    logic       watchdog_clear;
    logic       watchdog_enabled;
    wire        watchdog_finished;
    timer
    #(
        .CLK_HZ(51_800_000),
        .TIMER_HZ(10_000 / 11)
    )
    watchdog
    (
        .clk(clk),
        .reset_low(reset_low),
        .clear(watchdog_clear),
        .enabled(watchdog_enabled),
        .finished(watchdog_finished)
    );
    logic       delay_clear;
    logic       delay_enabled;
    wire        delay_finished;
    timer
    #(
        .CLK_HZ(51_800_000),
        .TIMER_HZ(1_000_000 / 100)
    )
    delay
    (
        .clk(clk),
        .reset_low(reset_low),
        .clear(delay_clear),
        .enabled(delay_enabled),
        .finished(delay_finished)
    );
    localparam STATE_IDLE       = 5'd0;
    localparam STATE_RX_BIT_0   = 5'd5;
    localparam STATE_RX_BIT_1   = 5'd6;
    localparam STATE_RX_BIT_2   = 5'd7;
    localparam STATE_RX_BIT_3   = 5'd8;
    localparam STATE_RX_BIT_4   = 5'd9;
    localparam STATE_RX_BIT_5   = 5'd10;
    localparam STATE_RX_BIT_6   = 5'd11;
    localparam STATE_RX_BIT_7   = 5'd12;
    localparam STATE_RX_PARITY  = 5'd13;
    localparam STATE_RX_STOP    = 5'd14;
    localparam STATE_RX_END     = 5'd15;
    localparam STATE_TX_REQUEST = 5'd19;
    localparam STATE_TX_START   = 5'd20;
    localparam STATE_TX_BIT_0   = 5'd21;
    localparam STATE_TX_BIT_1   = 5'd22;
    localparam STATE_TX_BIT_2   = 5'd23;
    localparam STATE_TX_BIT_3   = 5'd24;
    localparam STATE_TX_BIT_4   = 5'd25;
    localparam STATE_TX_BIT_5   = 5'd26;
    localparam STATE_TX_BIT_6   = 5'd27;
    localparam STATE_TX_BIT_7   = 5'd28;
    localparam STATE_TX_PARITY  = 5'd29;
    localparam STATE_TX_STOP    = 5'd30;
    localparam STATE_TX_ACK     = 5'd31;
    reg [4:0]   state;
    logic       state_is_tx;
    reg [7:0]   scan_code;
    reg         scan_code_parity;
    reg         scan_code_success;
    reg [9:0]   command_code_frame;
    logic       command_code_parity;
    reg         command_code_success;
    always_comb begin
        state_is_tx = state[4];
        command_code_ready = (state == STATE_IDLE) && (reset_low == HIGH);
        command_code_parity = ~(^ command_code_byte);
        scan_code_byte = scan_code;
    end
    logic       did_rx_start;
    logic       did_rx_bit;
    logic       did_rx_parity;
    logic       was_rx_success;
    logic       did_rx_end;
    logic       did_tx_start;
    logic       did_tx_bit;
    logic       was_tx_success;
    logic       did_tx_end;
    logic       next_state;
    always_comb begin
        ps2_clk_oe = NO;
        ps2_clk_out = LOW;
        ps2_data_oe = NO;
        ps2_data_out = command_code_frame[0];
        watchdog_clear = NO;
        watchdog_enabled = (state != STATE_IDLE);
        delay_clear = NO;
        delay_enabled = NO;
        did_rx_start = NO;
        did_rx_bit = NO;
        did_rx_parity = NO;
        was_rx_success = NO;
        did_rx_end = NO;
        did_tx_start = NO;
        did_tx_bit = NO;
        was_tx_success = NO;
        did_tx_end = NO;
        next_state = NO;
        case (state)
            STATE_IDLE: begin
                if (command_code_valid == YES) begin
                    did_tx_start = YES;
                    watchdog_clear = YES;
                    delay_clear = YES;
                end else if (ps2_clk_falling == YES) begin
                    if (ps2_data_in == START_BIT) begin
                        did_rx_start = YES;
                        watchdog_clear = YES;
                    end
                end
            end
            STATE_RX_BIT_0,
            STATE_RX_BIT_1,
            STATE_RX_BIT_2,
            STATE_RX_BIT_3,
            STATE_RX_BIT_4,
            STATE_RX_BIT_5,
            STATE_RX_BIT_6,
            STATE_RX_BIT_7: begin
                if (ps2_clk_falling == YES) begin
                    next_state = YES;
                    did_rx_bit = YES;
                    did_rx_parity = YES;
                end
            end
            STATE_RX_PARITY: begin
                if (ps2_clk_falling == YES) begin
                    next_state = YES;
                    did_rx_parity = YES;
                end
            end
            STATE_RX_STOP: begin
                if (ps2_clk_falling == YES) begin
                    next_state = YES;
                    was_rx_success = YES;
                    delay_clear = YES;
                end
            end
            STATE_RX_END: begin
                delay_enabled = YES;
                if (delay_finished == YES) begin
                    did_rx_end = YES;
                end
            end
            STATE_TX_REQUEST: begin
                ps2_clk_oe = YES;
                ps2_data_oe = YES;
                delay_enabled = YES;
                if (delay_finished == YES) begin
                    next_state = YES;
                end
            end
            STATE_TX_START: begin
                ps2_data_oe = YES;
                if (ps2_clk_falling == YES) begin
                    watchdog_clear = YES;
                    next_state = YES;
                    did_tx_bit = YES;
                end
            end
            STATE_TX_BIT_0,
            STATE_TX_BIT_1,
            STATE_TX_BIT_2,
            STATE_TX_BIT_3,
            STATE_TX_BIT_4,
            STATE_TX_BIT_5,
            STATE_TX_BIT_6,
            STATE_TX_BIT_7,
            STATE_TX_PARITY: begin
                ps2_data_oe = YES;
                if (ps2_clk_falling == YES) begin
                    next_state = YES;
                    did_tx_bit = YES;
                end
            end
            STATE_TX_STOP: begin
                if (ps2_clk_falling == YES) begin
                    next_state = YES;
                    was_tx_success = YES;
                    delay_clear = YES;
                end
            end
            STATE_TX_ACK: begin
                delay_enabled = YES;
                if (delay_finished == YES) begin
                    did_tx_end = YES;
                end
            end
            default: begin
            end
        endcase
    end
    initial begin
        state = STATE_IDLE;
        scan_code_valid = NO;
        scan_code = 8'b0;
        scan_code_parity = LOW;
        scan_code_success = NO;
        scan_code_error = NO;
        command_code_frame = 10'b0;
        command_code_success = NO;
        command_code_ack_valid = NO;
        command_code_ack_error = NO;
    end
    always_ff @(posedge clk) begin
        if (scan_code_valid == YES && scan_code_ready == YES) begin
            scan_code_valid <= NO;
            scan_code <= 8'b0;
        end
        if (command_code_ack_valid == YES && command_code_ack_ready == YES) begin
            command_code_ack_valid <= NO;
            command_code_ack_error <= NO;
        end
        if (did_rx_start == YES) begin
            state <= STATE_RX_BIT_0;
            scan_code_valid <= NO;
            scan_code_parity <= LOW;
        end
        if (did_rx_bit == YES) begin
            scan_code <= {ps2_data_in, scan_code[7:1]};
        end
        if (did_rx_parity == YES) begin
            scan_code_parity <= scan_code_parity ^ ps2_data_in;
        end
        if (was_rx_success == YES) begin
            scan_code_success <= (scan_code_parity == ODD_PARITY)
                              && (ps2_data_in == STOP_BIT);
        end
        if (did_rx_end == YES) begin
            state <= STATE_IDLE;
            scan_code_valid <= scan_code_success;
            scan_code_error <= ~scan_code_success;
        end
        if (did_tx_start == YES) begin
            state <= STATE_TX_REQUEST;
            command_code_frame <= {command_code_parity, command_code_byte, START_BIT};
            command_code_ack_valid <= NO;
            command_code_ack_error <= NO;
        end
        if (did_tx_bit == YES) begin
            command_code_frame <= {STOP_BIT, command_code_frame[9:1]};
        end
        if (was_tx_success) begin
            command_code_success <= (ps2_data_in == ACK_BIT);
        end
        if (did_tx_end) begin
            state <= STATE_IDLE;
            command_code_ack_valid <= YES;
            command_code_ack_error <= ~command_code_success;
        end
        if (next_state == YES) begin
            state <= state + 1;
        end
        if (watchdog_enabled == YES && watchdog_finished == YES) begin
            state <= STATE_IDLE;
            if (state_is_tx == YES) begin
                command_code_ack_valid <= YES;
                command_code_ack_error <= YES;
            end else begin
                scan_code_error <= YES;
            end
        end
        if (reset_low == LOW) begin
            state <= STATE_IDLE;
            scan_code_valid <= NO;
            scan_code <= 8'b0;
            scan_code_parity <= LOW;
            scan_code_success <= NO;
            scan_code_error <= NO;
            command_code_frame <= 10'b0;
            command_code_success <= NO;
            command_code_ack_valid <= NO;
            command_code_ack_error <= NO;
        end
    end
endmodule
`default_nettype none
`timescale 1ns / 1ps
module timer
#(
    parameter CLK_HZ = 0,
    parameter TIMER_HZ = 0
)
(
    input   wire        clk,
    input   wire        reset_low,
    input   wire        clear,
    input   wire        enabled,
    output  logic       finished
);
    localparam CYCLES = CLK_HZ / TIMER_HZ;
    localparam CYCLES_WIDTH = (CYCLES == 0) ? 0 : $clog2(CYCLES);
    localparam CYCLES_START = {CYCLES_WIDTH{1'b0}};
    localparam CYCLES_STOP  = {CYCLES_WIDTH{1'b1}};
    reg [CYCLES_WIDTH-1:0] cycles;
    initial begin
        cycles = CYCLES_START;
    end
    always_comb begin
        finished = (cycles == CYCLES_STOP);
    end
    always_ff @(posedge clk) begin
        if (reset_low == LOW) begin
            cycles <= CYCLES_START;
        end else if (clear == YES) begin
            cycles <= CYCLES_START;
        end else if (enabled == YES) begin
            cycles <= cycles + 1;
        end
    end
endmodule
```

## design/flow/constraint.sdc

```tcl
current_design ps2_protocol

set clk_period 3.5
set clk_io_pct 0.2

create_clock -name clk0 -period $clk_period [get_ports {clk}]

set non_clock_inputs [all_inputs -no_clocks]
set_input_delay [expr $clk_period * $clk_io_pct] -clock clk0 $non_clock_inputs
set_output_delay [expr $clk_period * $clk_io_pct] -clock clk0 [all_outputs]
```

==> Slide: Implementation Results <==
Physical Implementation Snapshot

Final layout
  – Share of cells above drive strength 1: 6.63%
  – Non-Filler Instances: 506
  – FILL cells: 674
  – Commonest Layout Cell: dfxtp_1
  – Dominant logic cell types in the final layout: 60 x dfxtp_1, 49 x nor2_1, 44 x nand2_1, 30 x clkdlybuf4s50_1, 25 x nand3_1
  – Area grow syn2layout: 19.0%

Power and ir drop
  – Highest ir drop seen on vdd: 0.000221 V
  – PwrDens: 421 nW/um^2
  – LEAKAGE: 1.23 nW

Clock network
  – Postcts setup bufs: 0
  – CTS tree: done
  – CTS buffer count: 9
  – CTS sink cnt: 60
  – Hold_buf cts: 0
  – Resize count post-CTS: 0
  – CTS max path bufs: 2
  – Root buffer cell: clkbuf_8
  – Insertion Delay late pin: 350 ps
  – Clk slew on worst S/H paths: 70 ps
  – H-tree levels: 3

STA
  – Final Skew: 11.9 ps
  – Fmax: 0.325 GHz
  – Final worst setup slack: 426 ps
  – Worst Max-Slew Pin Slew: 770 ps
  – Final Cycle Share: 87.8%
  – Fin crit period: 3070 ps
  – RSZ-0062 raised after global routing: false
  – Fin. max-slew vios: 0
  – Min Hold Slack: 481 ps
  – Setup TNS: 0 ps
  – Max transition margin: 48.5%
  – Fin. Hold Viols: 0
  – Final-report setup violation count: 0

Job
  – Tool warnings: 29
  – Max-cap violation count: 0

Global route
  – Antenna violations before repair: 0
  – Gr ovfl total: 0
  – First-pass GRT wire length: 11100 um
  – Vias in the first global route: 2358
  – GRT met1 Usage: 27.3%
  – GRT Overall Usage: 18.1%
  – GR met2 Demand/Resource: 27.3%
  – M3 GR Usage: 4.36%
  – Gr busiest metal: met2
  – Largest net degree at the start of global routing: 24

Place
  – GP Congestion: 0.852
  – Dpl ws: 778 ps
  – Port Buf Inserts: 30
  – Total placed cells including tap cells: 490
  – Hpwl dp: 4550 um

Status
  – Status: completed

Setup path
  – Worst Setup End Kind: primary output
  – Critical path class: flip-flop to primary output
  – CP Max Fanout: 6
  – Setup crit end: ps2_data_oe
  – CP startpoint kind: flip-flop
  – Reg2Reg Launch Point: state[0]
  – Worst reg2reg path depth: 7
  – Setup slack, reg-to-reg: 1070 ps
  – Worst reg2reg endpoint: state[0]
  – Critical path arrival: 2370 ps
  – Crit. Startpoint: state[0]
  – Crit path required time: 2800 ps

Logic synthesis
  – Yosys Instances: 372
  – Yosys stat area: 3080 sq um
  – Ys async rst share: 0%
  – Most common flop cell mapped by yosys: dfxtp_1
  – Synth Instances: 372
  – Mapped Area: 3080 sq um
  – Synth Warn #: 4
  – Yosys cell types: 53
  – Synth flops: 60
  – Sequential area share after synthesis: 39.1%
  – Flip-flops with a built-in enable: 0
  – Syn avg cell area: 8.27 sq um

Routing
  – Antenna diode count: 0
  – Residual DRC: 0
  – Routed len/inst: 13.3 um
  – Initial drt markers: 114
  – Vias: 2670
  – Routed WL: 6730 um
  – Post-route ant nets: 0
  – Drt pass-1 iters: 4
  – Vias/cell: 5.28

Floorplanning
  – Die height: 89.7 um
  – Core ar.: 7330 sq um
  – Num rows: 31
  – Num ports: 32
  – DIE AREA: 8040 sq um
  – Die Width: 89.7 um
  – Pre-Place Util: 42.0%

Min path
  – Hold Crit Class: flip-flop to flip-flop
  – Hold_sp: watchdog.cycles[1]
[worst min path at each step]
stage	endpoint	slack [ps]	depth (start not counted)
4_1_cts	watchdog.cycles[1]	480	2
5_1_grt	command_code_frame[4]	510	2
6_report	watchdog.cycles[1]	480	2
[Yosys cell counts, types with 8 or more instances]
master,number,share of area [%]
nor2_1,49,6.0
inv_1,11,1.3
ha_1,9,3.7
o21ai_0,8,1.3
a21oi_1,23,3.7
a311oi_1,8,2.3
o211ai_1,11,2.7
nand4_1,11,2.2
dfxtp_1,60,39
nand3_1,25,4.1
nand2_1,44,5.4
xor2_1,12,3.4
nor3_1,9,1.5
xnor2_1,20,5.7
[power by group]
part	internal (mW)	switching, mW	leakage, nW
combinational	0.0786	0.109	0.653
clock	0.332	0.298	0.0958
sequential	0.703	0.0217	0.485
total	1.11	0.429	1.23
[metal layers]
metal  part of all wire, %  routed length, um
met5                     0                  0
met4                   1.2                 80
met3                   3.7                249
met2                    45               3000
met1                    51               3400
[sequential cells by signal, summed over array words and instances, names as in the netlist]
register                cells
watchdog.cycles            16
delay.cycles               13
command_code_frame         10
scan_code                   8
state                       5
command_code_ack_error      1
command_code_ack_valid      1
command_code_success        1
on_ps2_clk.previous         1
scan_code_error             1
scan_code_parity            1
scan_code_success           1
scan_code_valid             1
[kinds of logic after synthesis]
logic type	count (synthesis)	synth area share (%)
multiplexers	1	0.325
XOR/XNOR	32	9.11
AND-OR/OR-AND	71	15.7
flip-flops	60	39.1
AND/OR/NAND/NOR	172	28.5
buffers and inverters	26	3.58
adder cells (fa/ha/maj)	9	3.66
other	1	0.122
[metrics by stage]
stage | util, % | power, mW | cell area (sq um)
floorplan | - | 0.867 | 3080
global placement | 47.2 | 0.924 | 3460
detailed placement | 47.2 | 0.926 | 3460
CTS | 49.9 | 1.56 | 3660
global route | 49.9 | 1.62 | 3660
finish | 49.9 | 1.54 | 3660
[critical path, cell delays in order (launching register included)]
cell and delay (ps):
dfxtp_1 420, inv_1 90, ha_1 260, a2bb2oi_1 160, o32a_1 360, o21ai_0 270, nand2_1 90, clkdlybuf4s50_1 400
[area by class of cell]
| type | count | area, sq um | share of cell area, % |
|---|---|---|---|
| Sequential cell | 60 | 1200 | 32.8 |
| Multi-Input combinational cell | 286 | 1760 | 48.2 |
| Clock buffer | 9 | 124 | 3.38 |
| Timing Repair Buffer | 34 | 330 | 9.02 |
| Tap cell | 99 | 124 | 3.38 |
| Inverter | 11 | 41.3 | 1.13 |
| Clock inverter | 7 | 76.3 | 2.08 |
Power figures rest on the tool's default switching activity, not on a simulated workload.
