File: flow/run.sh
#!/bin/bash
# OpenROAD 26Q1-2900-gdf79404cd8, Yosys 0.63+post, stock flow scripts
make -C /OpenROAD-flow-scripts/flow DESIGN_CONFIG=/design/flow/config.mk WORK_HOME=/design/flow/orfs finish
File: flow/config.mk
export PLATFORM = sky130hd
export DESIGN_NAME = uart
export DESIGN_NICKNAME = uart
export VERILOG_FILES = /design/flow/design.v
export SDC_FILE = /design/flow/constraint.sdc
export NUM_CORES = 4
export LEC_CHECK = 1
export CORE_UTILIZATION = 30
File: flow/constraint.sdc
current_design uart

set clk_period 2.7
set clk_io_pct 0.2

create_clock -name clk0 -period $clk_period [get_ports {clk}]

set non_clock_inputs [all_inputs -no_clocks]
set_input_delay [expr $clk_period * $clk_io_pct] -clock clk0 $non_clock_inputs
set_output_delay [expr $clk_period * $clk_io_pct] -clock clk0 [all_outputs]
File: flow/design.v
`default_nettype none
`timescale 1ns / 1ps
package types;
    localparam YES = 1'b1;
    localparam NO = 1'b0;
    localparam HIGH = 1'b1;
    localparam LOW = 1'b0;
    localparam ALWAYS = 1'b1;
    localparam NEVER = 1'b0;
endpackage
import types::*;
`default_nettype none
`timescale 1ns / 1ps
module clock_synchronizer
#(
    parameter EXTRA_DEPTH = 0
)
(
    input   wire       clk,
    input   wire       bit_in,
    output  reg        bit_out
);
    localparam DEPTH = 2 + EXTRA_DEPTH;
    reg [DEPTH-1:0] synchronizer;
    initial begin
        synchronizer = {DEPTH{1'b0}};
    end
    always @(posedge clk) begin
        synchronizer <= {synchronizer[DEPTH-2:0], bit_in};
    end
    always @(*) begin
        bit_out = synchronizer[DEPTH-1];
    end
endmodule
`default_nettype none
`timescale 1ns / 1ps
module debouncer
#(
    parameter CYCLES = 0
)
(
    input   wire        clk,
    input   wire        reset_low,
    input   wire        bit_in,
    output  reg         bit_out
);
    localparam CYCLES_WIDTH = (CYCLES == 0) ? 0 : $clog2(CYCLES);
    localparam CYCLES_ZERO = {CYCLES_WIDTH{1'b0}};
    wire synced;
    clock_synchronizer for_bit_in
    (
        .clk(clk),
        .bit_in(bit_in),
        .bit_out(synced)
    );
    wire pos_edge;
    wire any_edge;
    edge_detector on_synced
    (
        .clk(clk),
        .reset_low(reset_low),
        .level(synced),
        .pos_edge(pos_edge),
        .any_edge(any_edge)
    );
    reg [CYCLES_WIDTH-1:0] cycles;
    initial begin
        cycles = CYCLES_ZERO;
        bit_out = LOW;
    end
    always @(posedge clk) begin
        if (reset_low == LOW) begin
            cycles <= CYCLES_ZERO;
            bit_out <= LOW;
        end else if (cycles > CYCLES_ZERO) begin
            cycles <= cycles - 1;
        end else if (any_edge == YES) begin
            cycles <= CYCLES;
            bit_out <= pos_edge;
        end
    end
endmodule
`default_nettype none
`timescale 1ns / 1ps
module edge_detector
(
    input   wire        clk,
    input   wire        reset_low,
    input   wire        level,
    output  reg         pos_edge,
    output  reg         neg_edge,
    output  reg         any_edge
);
    reg previous = LOW;
    always @(posedge clk) begin
        if (reset_low == LOW) begin
            previous <= LOW;
        end else begin
            previous <= level;
        end
    end
    always @(*) begin
        pos_edge = (level == HIGH) && (previous == LOW);
        neg_edge = (level == LOW) && (previous == HIGH);
        any_edge = pos_edge | neg_edge;
    end
endmodule
`default_nettype none
`timescale 1ns / 1ps
module uart
#(
    parameter CLK = 0,  
    parameter BAUD = 0  
)
(
    input   wire        clk,
    input   wire        reset_low,
    input   wire        rx_pin,
    input   wire        rx_ready,
    output  reg         rx_valid,
    output  wire [7:0]  rx_byte,
    output  wire        tx_pin,
    output  wire        tx_ready,
    input   wire        tx_valid,
    input   wire [7:0]  tx_byte
);
    wire        rx_debounced;
    debouncer
    #(
        .CYCLES(255)
    )
    for_uart_rx
    (
        .clk(clk),
        .reset_low(reset_low),
        .bit_in(rx_pin),
        .bit_out(rx_debounced)
    );
    uart_rx
    #(
        .CLK(CLK),
        .BAUD(BAUD)
    )
    uart_rx
    (
        .clk(clk),
        .reset_low(reset_low),
        .pin(rx_debounced),
        .data_ready(rx_ready),
        .data_valid(rx_valid),
        .data_byte(rx_byte)
    );
    uart_tx
    #(
        .CLK(CLK),
        .BAUD(BAUD)
    )
    uart_tx
    (
        .clk(clk),
        .reset_low(reset_low),
        .pin(tx_pin),
        .data_ready(tx_ready),
        .data_valid(tx_valid),
        .data_byte(tx_byte)
    );
endmodule
`default_nettype none
`timescale 1ns / 1ps
module uart_rx
#(
    parameter CLK = 0,  
    parameter BAUD = 0  
)
(
    input   wire        clk,
    input   wire        reset_low,
    input   wire        pin,
    input   wire        data_ready,
    output  reg         data_valid,
    output  reg [7:0]   data_byte
);
    wire        pin_rising;
    wire        pin_falling;
    wire        pin_changed;
    edge_detector on_pin
    (
        .clk(clk),
        .reset_low(reset_low),
        .level(pin),
        .pos_edge(pin_rising),
        .neg_edge(pin_falling),
        .any_edge(pin_changed)
    );
    localparam CYCLES           = (CLK / BAUD);
    localparam CYCLES_STOP      = CYCLES - 1;
    localparam CYCLES_HALF      = (CYCLES / 2);
    localparam CYCLES_WIDTH     = $clog2(CYCLES);
    logic [CYCLES_WIDTH-1:0]    cycles_half;
    logic [CYCLES_WIDTH-1:0]    cycles_stop;
    always_comb begin
        cycles_half = CYCLES_HALF[CYCLES_WIDTH-1:0];
        cycles_stop = CYCLES_STOP[CYCLES_WIDTH-1:0];
    end
    localparam STATE_IDLE       = 4'd0;
    localparam STATE_START_BIT  = 4'd1;
    localparam STATE_0_BIT      = 4'd2;
    localparam STATE_1_BIT      = 4'd3;
    localparam STATE_2_BIT      = 4'd4;
    localparam STATE_3_BIT      = 4'd5;
    localparam STATE_4_BIT      = 4'd6;
    localparam STATE_5_BIT      = 4'd7;
    localparam STATE_6_BIT      = 4'd8;
    localparam STATE_7_BIT      = 4'd9;
    localparam STATE_STOP_BIT   = 4'd10;
    reg [3:0]               state;
    reg [CYCLES_WIDTH-1:0]  cycles;
    initial begin
        data_byte = 0;
        data_valid = NO;
        state = STATE_IDLE;
        cycles = 0;
    end
    always_ff @(posedge clk) begin
        if (data_ready && data_valid) begin
            data_valid <= NO;
        end
        case (state)
            STATE_IDLE: begin
                if (pin_falling) begin
                    data_valid <= NO;
                    state <= state + 1;
                    cycles <= cycles_half;
                end
            end
            STATE_START_BIT: begin
                if (cycles == cycles_stop) begin
                    state <= state + 1;
                    cycles <= 0;
                end else begin
                    cycles <= cycles + 1;
                end
            end
            STATE_0_BIT,
            STATE_1_BIT,
            STATE_2_BIT,
            STATE_3_BIT,
            STATE_4_BIT,
            STATE_5_BIT,
            STATE_6_BIT,
            STATE_7_BIT: begin
                if (cycles == cycles_stop) begin
                    data_byte <= {pin, data_byte[7:1]};
                    state <= state + 1;
                    cycles <= 0;
                end else begin
                    cycles <= cycles + 1;
                end
            end
            STATE_STOP_BIT: begin
                if (cycles == cycles_stop) begin
                    if (pin == HIGH) begin
                        data_valid <= YES;
                    end else begin
                    end
                    state <= STATE_IDLE;
                    cycles <= 0;
                end else begin
                    cycles <= cycles + 1;
                end
            end
            default: begin
            end
        endcase
        if (reset_low == LOW) begin
            data_byte <= 0;
            data_valid <= NO;
            state <= STATE_IDLE;
            cycles <= 0;
        end
    end
endmodule
`default_nettype none
`timescale 1ns / 1ps
module uart_tx
#(
    parameter CLK = 0,  
    parameter BAUD = 0  
)
(
    input   wire        clk,
    input   wire        reset_low,
    output  logic       pin,
    output  logic       data_ready,
    input   wire        data_valid,
    input   wire [7:0]  data_byte
);
    localparam CYCLES           = (CLK / BAUD);
    localparam CYCLES_STOP      = CYCLES - 1;
    localparam CYCLES_WIDTH     = $clog2(CYCLES);
    logic [CYCLES_WIDTH-1:0]    cycles_stop;
    always_comb begin
        cycles_stop = CYCLES_STOP[CYCLES_WIDTH-1:0];
    end
    localparam STATE_STOP_BIT   = 4'd0;
    localparam STATE_START_BIT  = 4'd7;
    localparam STATE_0_BIT      = 4'd8;
    localparam STATE_1_BIT      = 4'd9;
    localparam STATE_2_BIT      = 4'd10;
    localparam STATE_3_BIT      = 4'd11;
    localparam STATE_4_BIT      = 4'd12;
    localparam STATE_5_BIT      = 4'd13;
    localparam STATE_6_BIT      = 4'd14;
    localparam STATE_7_BIT      = 4'd15;
    reg [3:0]               state;
    reg [CYCLES_WIDTH-1:0]  cycles;
    reg                     start;
    reg [7:0]               data;
    initial begin
        state = STATE_STOP_BIT;
        cycles = 0;
        start = NO;
        data = 0;
    end
    always_comb begin
        data_ready = NO;
        pin = HIGH;
        case (state)
            STATE_STOP_BIT: begin
                data_ready = ~start;
            end
            STATE_START_BIT: begin
                pin = LOW;
            end
            STATE_0_BIT,
            STATE_1_BIT,
            STATE_2_BIT,
            STATE_3_BIT,
            STATE_4_BIT,
            STATE_5_BIT,
            STATE_6_BIT,
            STATE_7_BIT: begin
                pin = data[0];
            end
            default: begin
            end
        endcase
        if (reset_low == LOW) begin
            data_ready = NO;
        end
    end
    always_ff @(posedge clk) begin
        if (data_ready && data_valid) begin
            start <= YES;
            data <= data_byte;
        end
        if (cycles == cycles_stop) begin
            cycles <= 0;
            case (state)
                STATE_STOP_BIT: begin
                    if (start) begin
                        start <= NO;
                        state <= STATE_START_BIT;
                    end
                end
                STATE_START_BIT: begin
                    state <= state + 1;
                end
                STATE_0_BIT,
                STATE_1_BIT,
                STATE_2_BIT,
                STATE_3_BIT,
                STATE_4_BIT,
                STATE_5_BIT,
                STATE_6_BIT,
                STATE_7_BIT: begin
                    data <= {LOW, data[7:1]};
                    state <= state + 1;
                end
                default: begin
                end
            endcase
        end else begin
            cycles <= cycles + 1;
        end
        if (reset_low == LOW) begin
            state <= STATE_STOP_BIT;
            cycles <= 0;
            start <= NO;
            data <= 0;
        end
    end
endmodule
==> run summary <==
Setup Total Neg Slack = 0 ps
Pwr dens = 907.4 nW/um^2
Worst Max-Slew Pin Slew = 820.6 ps
Worst-path fanout max = 5
Final setup viols = 0
Initial Util = 31.79%
Number of enable flip-flop cells = 0
Post-layout period usage = 93.60%
H-tree levels = 2
Vertical die size = 81.91 um
CTS Buf Count = 5
Clk sink count = 39
Startpoint Class = flop
Flops after synth = 39
Worst path required time = 2160 ps
Antenna diodes = 0
Switch Pwr = 755.1 uW
Sw frac = 35.74%
Logic pwr share = 36.7%
Fillers = 602
Share of post-route cells with drive strength above 1 = 9.664%
Vias in the first global route = 1,520
Async S/R FF share, synth = 0%
Synth Instances = 217
Slew Limit Headroom = 45.17%
Synth warnings = 5
Max rail drop VDD = 0.3814 mV
CTS hold repair buffers = 0
Clk slew on worst S/H paths = 80 ps
Largest net degree at the start of global routing = 23
Drt initial violations = 75
Via-to-Cell Ratio = 5.377
Reg power frac = 39.6%
CP startpoint = uart_tx.state[1]
Gpl congestion = 0.7985
FMAX = 395.7 MHz
Post-detail-place hpwl = 2587 um
Top FF cell, synth = dfxtp_1
Post-Syn Area per Cell = 8.828 um^2
Drt total wl = 4006 um
Post-synth area hogs = dfxtp_1 41%, o21ai_0 6.8%, a21oi_1 4.7%, ha_1 4.6%, nand4_1 3.3%
Worst path arrival time = 1990 ps
Final WS setup = 172.9 ps
Int Power = 1.358 mW
RSZ-0062 raised after global routing = no
IO Port Bufs = 23
Hold Crit Depth = 0
Die Wd = 81.91 um
Hold Vio Cnt, Final = 0
Distinct lib cells = 48
Most frequent cell after synthesis = dfxtp_1
Total gr overflow = 0
Worst min path class = flop to flop
ANT nets after route = 0
Tool warning count = 29
First-pass detailed-route iteration total = 4
Max-cap violation count = 0
# DRC = 0
Flop-to-flop setup slack = 740 ps
LEAKAGE = 0.8251 nW
DR vias = 1,683
# Cells Yosys = 217
Clk buf depth = 2
Area delta synth->final = 21.55%
Synth Seq Share = 40.76%
Chip area = 6709 um^2
Worst Reg2Reg Path Length in Cells = 5
Reg2reg start = for_uart_rx.cycles[0]
Root buffer selected by CTS = clkbuf_8
# rows = 28
Dpl ws = 278.7 ps
Hold Startpoint = for_uart_rx.for_bit_in.synchronizer[0]
Avg WL per Cell = 12.80 um
Kind of critical path = flop to output pin
YS chip area = 1916 um^2
CTS tree = done
Status = completed
Leading area contributor after synthesis = dfxtp_1
I/O pin total = 24
Core Box Area = 6026 um^2
First-pass GRT wire length = 6906 um
Post-synth top cells = 39 x dfxtp_1, 26 x o21ai_0, 18 x a21oi_1, 11 x nand3_1, 10 x nand4_1
Initial antenna violation count = 0
Late-Pin Clk Latency = 290 ps
Total track usage = 13.01%
Crit path time final = 2527 ps
Max-slew violation count = 0
Worst Skew = 7.325 ps
Mapped Area = 1916 um^2
CP endpoint kind = output pin
Clock network fraction of total power = 23.7%
Area share of the largest cell type after synthesis = 40.76%
[sequential cells by signal, indices dropped and copies added (netlist names)]
signal                               cells
uart_rx.data_byte                        8
for_uart_rx.cycles                       8
uart_tx.data                             8
uart_rx.data_valid                       1
uart_tx.state                            4
uart_rx.state                            4
for_uart_rx.on_synced.previous           1
uart_rx.on_pin.previous                  1
uart_tx.start                            1
for_uart_rx.bit_out                      1
for_uart_rx.for_bit_in.synchronizer      2
[layer usage]
metal | GRT usage, % | share of wire (%)
met5 | 0 | 0
met4 | 1.754 | 1.4
met2 | 20.00 | 42
met1 | 19.89 | 52
met3 | 2.142 | 4.0
[cell usage in the layout (no fill, tap or decap), drive strengths merged, types with 3 or more instances in the layout]
master,netlist,final
ha,7,7
a221oi,3,3
nor2,3,3
nand3,11,11
dfxtp,39,39
nor3,6,6
nand3b,6,6
inv,8,8
clkbuf,9,6
clkdlybuf4s50,0,23
o311a,5,5
a21oi,18,18
nand2,9,9
nor3b,3,3
buf,6,5
nor2b,4,4
o21ai,27,27
nor4,4,4
nand4,10,10
a31oi,7,7
[per-stage QoR]
step                util (%)  cell area, um^2  hold slack, ps  power, mW  instances
floorplan                  -             1916           309.6      1.412        217
detailed placement     36.38             2192           312.1      1.566        303
CTS                    38.37             2312           329.7      2.091        311
global route           38.64             2328           343.1      2.265        313
global placement       36.38             2192           312.2      1.568        303
finish                 38.64             2328           328.8      2.113        313
[cell type report]
class	instances	area, um^2	area share [%]
Timing Repair Buffer	28	267.8	11.50
Clock inverter	2	35.03	1.505
Inverter	9	33.78	1.451
Multi-Input combinational cell	154	1033	44.38
Tap cell	75	93.84	4.030
Clock buffer	6	82.58	3.546
Sequential cell	39	782.0	33.58
[cells by family after synthesis]
group | synth area share [%]
AOI/OAI and AO/OA | 24.49
and+or+nand+nor | 22.80
DFF | 40.76
buffers and inverters | 5.421
adders and majority gates | 4.572
xor gates and xnor gates | 0.9146
muxes | 1.045
[power groups by stage]
stage         Sequential [mW]  Clock [mW]  Combinational [mW]
CTS                     0.833       0.518               0.740
global route            0.860       0.542               0.863
finish                  0.836       0.501               0.776
[final timing paths]
check,endpoint
worst max-delay path,tx_ready
worst min-delay path,for_uart_rx.for_bit_in.synchronizer[1]
worst max register to register,for_uart_rx.cycles[3]
worst min register to register,for_uart_rx.for_bit_in.synchronizer[1]
[timing repair]
item / in CTS / in global routing
hold endpoints to repair: 0 / 0
setup buffers: 0 / 2
gates resized: 1 / 1
setup endpoints to repair: 1 / 2
cloned: 0 / 0
[worst max-delay path, stage by stage (launching register included)]
cell	delay, ps
dfxtp_1	360
inv_1	90
ha_1	210
or3b_4	420
nor3_1	140
clkdlybuf4s50_1	480
Power and IR drop assume default switching activity.
