--- config.mk ---
export PLATFORM = sky130hd
export DESIGN_NAME = hdmi_text_mode
export DESIGN_NICKNAME = hdmi_text_mode
export VERILOG_FILES = /design/flow/design.v
export SDC_FILE = /design/flow/constraint.sdc
export NUM_CORES = 4
export LEC_CHECK = 1
export CORE_AREA = 10 10 111 111
export DIE_AREA = 0 0 121 121
--- constraint.sdc ---
current_design hdmi_text_mode

set clk_period 2.9
set clk_io_pct 0.2

create_clock -name clk0 -period $clk_period [get_ports {clk}]

set non_clock_inputs [all_inputs -no_clocks]
set_input_delay [expr $clk_period * $clk_io_pct] -clock clk0 $non_clock_inputs
set_output_delay [expr $clk_period * $clk_io_pct] -clock clk0 [all_outputs]
--- design.v ---
`default_nettype none
`timescale 1ns / 1ps
package types;
    localparam YES = 1'b1;
    localparam NO = 1'b0;
    localparam HIGH = 1'b1;
    localparam LOW = 1'b0;
    localparam ALWAYS = 1'b1;
    localparam NEVER = 1'b0;
endpackage
import types::*;
`default_nettype none
`timescale 1ns / 1ps
module hdmi_text_mode
(
    input wire          clk,
    input wire          in_active,
    input wire          in_h_sync,
    input wire          in_v_sync,
    input wire          in_h_start,
    input wire          in_v_start,
    input wire [4:0]    top_row,
    output reg          out_active,
    output reg          out_h_sync,
    output reg          out_v_sync,
    output reg [4:0]    out_row,
    output reg [4:0]    out_row_pixel,
    output reg          out_border,
    output reg [6:0]    out_col,
    output reg          out_col_start,
    output reg [3:0]    out_col_pixel
);
    initial begin
        out_active = NO;
        out_h_sync = NO;
        out_v_sync = NO;
        out_row = 0;
        out_row_pixel = 0;
        out_border = NO;
        out_col = 0;
        out_col_start = NO;
        out_col_pixel = 0;
    end
    always @(posedge clk) begin
        out_active <= in_active;
        out_h_sync <= in_h_sync;
        out_v_sync <= in_v_sync;
        if (in_active) begin
            if (in_h_start) begin
                out_border <= NO;
                out_col <= 0;
                out_col_pixel <= 0;
                out_col_start <= YES;
            end else if (out_col_pixel == 4'd9) begin
                if (out_col == 99) begin
                    out_border <= YES;
                end else begin
                    out_border <= NO;
                end
                out_col <= out_col + 1;
                out_col_pixel <= 0;
                out_col_start <= YES;
            end else begin
                out_col_pixel <= out_col_pixel + 1;
                out_col_start <= NO;
            end
            if (in_h_start) begin
                if (in_v_start) begin
                    out_row <= top_row;
                    out_row_pixel <= 0;
                end else if (out_row_pixel == 5'd19) begin
                    out_row <= out_row + 1;
                    out_row_pixel <= 0;
                end else begin
                    out_row_pixel <= out_row_pixel + 1;
                end
            end
        end else begin
            out_border <= NO;
            out_col <= 0;
            out_col_pixel <= 0;
            out_col_start <= NO;
            out_row <= out_row;
            out_row_pixel <= out_row_pixel;
        end
    end
endmodule
--- run.sh ---
#!/bin/bash
# OpenROAD 26Q1-2900-gdf79404cd8, Yosys 0.63+post, stock flow scripts
make -C /OpenROAD-flow-scripts/flow DESIGN_CONFIG=/design/flow/config.mk WORK_HOME=/design/flow/orfs finish
==> reports/highlights.md <==
## Setup path
- **data arrival at the endpoint of the critical path** 1.30 ns
- **CP delay by family, top** buffers and inverters
- **Buffers & Inverters on Critical Path** 1
- **startpoint types** flip-flop
- **crit path capture type** output port
- **critical path's slowest cell** sky130_fd_sc_hd__clkdlybuf4s50_1
- **critical path start-end classification** flip-flop to output port
- **cell breakdown of the critical path** clkdlybuf4s50_1
- **crit-path max FO** 7
- **R2R cell count** 4
- **register-to-register setup slack** 1.20 ns
- **launch instance of the worst register-to-register path** out_col_pixel[0]
- **FF-to-FF End** out_border
- **peak per-stage delay on the critical path** 0.53 ns
- **Levels on crit path** 1
- **CP required** 2.32 ns

## Clock tree
- **cts repair resizes** 0
- **cts-stage hold buffer count** 0
- **clk ins delay skew pair** 0.27 ns
- **TritonCTS clock tree** done
- **Reg clk slew, reported paths** 0.09 ns
- **setup bufs post-CTS** 0
- **CTS buffer count** 3
- **buffer levels on the longest clock path** 2
- **number of sinks driven by the clock tree** 26
- **H-tree lvl count** 1
- **clock root buffer master** sky130_fd_sc_hd__clkbuf_8

## Synth
- **Dominant cell area share** 0.278
- **fraction of registers with async set or reset after synthesis** 0
- **count of flip-flops with a built-in enable after synthesis** 10
- **share of synthesized area occupied by flip-flops and latches** 0.539
- **ys flops** 26
- **cell total in the yosys stat output** 109
- **Post-synth top flop** sky130_fd_sc_hd__dfxtp_1
- **post-synth cell types** 29
- **ranking of synthesized cells by area** sky130_fd_sc_hd__dfxtp_1, sky130_fd_sc_hd__edfxtp_1, sky130_fd_sc_hd__ha_1, sky130_fd_sc_hd__xor2_1, sky130_fd_sc_hd__nand2_1
- **biggest area consumer among synthesized cells** sky130_fd_sc_hd__dfxtp_1
- **Cell Area, Synth** 1150 um^2
- **number of warnings printed during yosys synthesis** 1
- **yosys synthesis chip area** 1150 um^2
- **instance count of the mapped netlist** 109
- **mean post-synth cell area** 10.6 um^2

## STA
- **period utilization** 0.647
- **final hold violation count** 0
- **highest clock frequency the design can meet** 0.533 GHz
- **number of max-slew violations in the final report** 0
- **clock period minus worst slack** 1.88 ns
- **Worst Skew** 0.000845 ns
- **setup-violating endpoint count in the final report** 0
- **RSZ-0062 raised after global routing** no
- **final worst setup slack** 1.02 ns
- **Least-Margin Pin Slew** 0.347 ns
- **Final TNS setup** 0 ns
- **headroom to the max-slew limit** 0.768

## Power
- **power density over cell area** 397 nW/um^2
- **worst voltage drop across the vdd grid** 0.000211 V
- **Lkg Pwr** 0.599 nW

## Placement
- **final weighted congestion of routability-driven global placement** 0.736
- **number of cells in the design after placement** 277
- **port buffer count** 36
- **Setup Slack @ Placement** 0.847 ns
- **placed wire-length estimate** 2.34 mm

## Floorplanning
- **core region area** 9860 um^2
- **Vert. Die Dim** 121 um
- **number of core rows** 36
- **Die Width** 121 um
- **num ports** 37
- **starting density of the core** 0.117
- **chip area** 14,600 um^2

## Routing
- **final wirelength** 2.89 mm
- **via total after detailed routing** 889
- **DRC viols** 0
- **per-cell routed wire length** 10.3 um
- **drt first-iter violations** 51
- **per-cell via count in the routed design** 3.16
- **number of antenna repair diodes** 0
- **first drt pass iteration count** 2
- **ANT nets after route** 0

## Global route
- **aggregate global routing overflow** 0
- **overall routing resource usage** 0.0385
- **maximum number of pins on one net before global-route repair** 15
- **number of antenna violations at the first check in global routing** 0
- **first-pass GRT wire length** 4.51 mm
- **vias in the first global route** 825

## Finish
- **fin util** 0.175
- **fraction of final layout cells with drive strength greater than 1** 0.0473
- **layout overhead on the synthesized area** 50.2%
- **most frequent cells in the layout** sky130_fd_sc_hd__clkdlybuf4s50_1, sky130_fd_sc_hd__dfxtp_1, sky130_fd_sc_hd__nand2_1
- **most instantiated logic cell after routing** sky130_fd_sc_hd__clkdlybuf4s50_1
- **number of non-filler instances in the completed layout** 281

## Worst hold path
- **worst hold-check path type** flip-flop to flip-flop
- **WHS Path Cells** 2
- **endpoint of the worst hold path** out_border
- **Min-Delay Startpoint** out_border

## Job
- **tool warnings** 26
- **total of max-cap violations** 0

## Outcome
- **result of the run** finished, final reports clean

==> layer usage <==
layer  global-route usage  part of all wire
met5                    0                 0
met4              0.00151            0.0014
met3               0.0241              0.14
met2               0.0544              0.39
met1               0.0512              0.46
==> flip-flops by register name, indices dropped and copies added (netlist names) <==
register	cells
out_col	7
out_h_sync	1
out_col_start	1
out_row_pixel	5
out_col_pixel	4
out_row	5
out_border	1
out_v_sync	1
out_active	1
==> power breakdown <==
part	internal [W]	total [W]	switching (W)	leakage (nW)
Clock	0.000121	0.000226	0.000105	0.0288
Sequential	0.000391	0.000399	0.00000833	0.225
Combinational	0.0000385	0.0000610	0.0000225	0.345
==> final cells by class <==
| class | instances | area (um^2) |
|---|---|---|
| Clock buffer | 4 | 55.1 |
| Fill cell | 1078 | 8140 |
| Inverter | 5 | 18.8 |
| Multi-Input combinational cell | 77 | 508 |
| Sequential cell | 26 | 621 |
| Tap cell | 133 | 166 |
| Timing Repair Buffer | 36 | 360 |
==> cell families after synthesis <==
kind of cell / count (synthesis) / share of synthesized area
AOI/OAI and AO/OA: 19 / 0.0913
and+or+nand+nor: 43 / 0.216
xor gates and xnor gates: 8 / 0.0609
DFF: 26 / 0.539
adders and majority gates: 5 / 0.0543
muxes: 2 / 0.0185
buffers and inverters: 6 / 0.0196
==> stage by stage <==
step	hold WS, ns	total power (W)	area, um^2
after floorplan	0.417	0.000428	1150
after global placement	0.480	0.000469	1670
after detailed placement	0.472	0.000470	1670
after CTS	0.485	0.000703	1730
after global routing	0.509	0.000724	1730
final	0.472	0.000686	1730
==> how the worst max path moves through the flow <==
stage	from	to	slack, ns
6_report	out_col_pixel[3]	out_col_pixel[3]	1.02
5_1_grt	out_col_pixel[3]	out_col_pixel[3]	0.95
4_1_cts	out_col_pixel[3]	out_col_pixel[3]	1.00
==> synth_stat cells (2+ instances only) <==
cell type                  count
sky130_fd_sc_hd__edfxtp_1     10
sky130_fd_sc_hd__inv_1         5
sky130_fd_sc_hd__dfxtp_1      16
sky130_fd_sc_hd__nor2b_1       3
sky130_fd_sc_hd__xor2_1        5
sky130_fd_sc_hd__xnor2_1       3
sky130_fd_sc_hd__nand4b_1      3
sky130_fd_sc_hd__nand2_1      11
sky130_fd_sc_hd__nand3_1       4
sky130_fd_sc_hd__a21oi_1       6
sky130_fd_sc_hd__o21ai_1       7
sky130_fd_sc_hd__nor2_1       10
sky130_fd_sc_hd__ha_1          5
sky130_fd_sc_hd__or3_1         3
sky130_fd_sc_hd__o21ai_0       2
sky130_fd_sc_hd__and2_1        2
sky130_fd_sc_hd__or4_1         2
Power figures rest on the tool's default switching activity, not on a simulated workload.
